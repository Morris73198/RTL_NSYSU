===== flow/design.v =====
module CmpAdd(A, B, Dout);
    input [31:0] A, B;
    output [31:0] Dout;
    wire signed [15:0] Ar, Ai, Br, Bi, Dr, Di;
    assign {Ar, Ai} = A;
    assign {Br, Bi} = B;
    assign Dr = Ar + Br;
    assign Di = Ai + Bi;
    assign Dout = {Dr, Di};
endmodule
module CmpMul_SR10(A, B, Dout);
    input [31:0] A, B;
    output [31:0] Dout;
    wire signed [15:0] Ar, Ai, Br, Bi;
    wire signed [31:0] Tr, Ti, Tr1, Ti1, Tr2, Ti2;
    assign {Ar, Ai} = A;
    assign {Br, Bi} = B;
    assign Tr1 = Ar * Br;
    assign Ti1 = Ai * Bi;
    assign Tr2 = Ar * Bi;
    assign Ti2 = Ai * Br;
    assign Tr = Tr1 - Ti1;
    assign Ti = Tr2 + Ti2;
    assign Dout = {Tr[25:10], Ti[25:10]};
endmodule
module CmpSub(A, B, Dout);
    input [31:0] A, B;
    output [31:0] Dout;
    wire signed [15:0] Ar, Ai, Br, Bi, Dr, Di;
    assign {Ar, Ai} = A;
    assign {Br, Bi} = B;
    assign Dr = Ar - Br;
    assign Di = Ai - Bi;
    assign Dout = {Dr, Di};
endmodule
module FFT16(reset, clk, en, Bus_in, Bus_out);
    input reset, clk, en;
    input [16*32-1:0] Bus_in;
    output [16*32-1:0] Bus_out;
    wire [8*32-1:0] W1, W2, W3, W4;
    wire [16*32-1:0] BS1_out, BS2_out, BS3_out, BS4_out;
    assign W1 = {
        32'hFC4EFE78,   
        32'hFD2CFD4C,   
        32'hFE78FC4E,   
        32'h0000FC00,   
        32'h0188FC4E,   
        32'h02D4FD4C,   
        32'h03B2FE78,   
        32'h04000000    
    };
    assign W2 = {
        32'hFD2CFD4C,   
        32'h0000FC00,   
        32'h02D4FD4C,   
        32'h04000000,   
        32'hFD2CFD4C,   
        32'h0000FC00,   
        32'h02D4FD4C,   
        32'h04000000    
    };
    assign W3 = {
		 32'h0000FC00,   
		 32'h04000000,   
		 32'h0000FC00,   
		 32'h04000000,   
		 32'h0000FC00,   
		 32'h04000000,   
		 32'h0000FC00,   
		 32'h04000000    
	};
    assign W4 = {
        32'h04000000, 32'h04000000,
        32'h04000000, 32'h04000000,
        32'h04000000, 32'h04000000,
        32'h04000000, 32'h04000000
    };
    Stag1 SU0(reset, clk, en, Bus_in,   W1, BS1_out);
    Stag2 SU1(reset, clk, en, BS1_out,  W2, BS2_out);
    Stag3 SU2(reset, clk, en, BS2_out,  W3, BS3_out);
    Stag4 SU3(reset, clk, en, BS3_out,  W4, BS4_out);
    assign Bus_out = BS4_out;
endmodule
module FFT16_RTL (
    input clk,
    input reset,
    input             load_en,         
    input [31:0]      serial_data_in,  
    output reg [31:0] serial_data_out,  
    output reg        data_out_valid,   
    output reg        fft_done,         
    output reg        fft_core_en         
);
    wire [16*32-1:0] internal_bus_in;   
    wire [16*32-1:0] internal_bus_out;  
    reg [31:0] buffer_ram [0:15];       
    reg [3:0] load_counter;             
    integer   i;                        
    reg       trigger_fft_next_cycle;   
    reg       fft_start;              
    reg start_pipe_s0, start_pipe_s1, start_pipe_s2, start_pipe_s3;
    reg [16*32-1:0] internal_result_reg; 
    reg [3:0]       unload_counter;      
    reg             unloading_active;    
    FFT16 uut_fft_core (
        .reset(reset),
        .clk(clk),
        .en(fft_core_en),  
        .Bus_in(internal_bus_in),
        .Bus_out(internal_bus_out)
    );
    genvar gi;
    generate
        for (gi = 0; gi < 16; gi = gi + 1) begin : RAM_PACK_LOOP
            assign internal_bus_in[gi*32 +: 32] = buffer_ram[gi];
        end
    endgenerate
    always @(posedge clk) begin
        if (reset) begin
            load_counter           <= 4'd0;
            fft_start              <= 1'b0;
            fft_done               <= 1'b0;
            data_out_valid         <= 1'b0;
            serial_data_out        <= 32'd0;
            unloading_active       <= 1'b0;
            unload_counter         <= 4'd0;
            trigger_fft_next_cycle <= 1'b0;
            start_pipe_s0          <= 1'b0;
            start_pipe_s1          <= 1'b0;
            start_pipe_s2          <= 1'b0;
            start_pipe_s3          <= 1'b0;
            fft_core_en            <= 1'b0;  
        end
        else begin
            fft_start              <= trigger_fft_next_cycle;
            trigger_fft_next_cycle <= 1'b0;  
            fft_done               <= 1'b0;
            data_out_valid         <= 1'b0;
            if (trigger_fft_next_cycle) begin
                fft_core_en <= 1'b1;
            end
            if (unloading_active) begin
                data_out_valid  <= 1'b1; 
                serial_data_out <= internal_result_reg[unload_counter*32 +: 32];
                if (unload_counter == 4'd15) begin
                    unloading_active <= 1'b0;  
                    fft_done         <= 1'b1;  
                    fft_core_en      <= 1'b0;  
                end
                else begin
                    unload_counter <= unload_counter + 1;
                end
            end
            else if (load_en && !fft_core_en) begin
                buffer_ram[load_counter] <= serial_data_in;
                if (load_counter == 4'd15) begin
                    load_counter <= 4'd0;     
                    trigger_fft_next_cycle <= 1'b1;  
                end
                else begin
                    load_counter <= load_counter + 1;
                end
            end
            start_pipe_s0 <= fft_start;  
            start_pipe_s1 <= start_pipe_s0;
            start_pipe_s2 <= start_pipe_s1;
            start_pipe_s3 <= start_pipe_s2;
            if (start_pipe_s3) begin
                internal_result_reg <= internal_bus_out;
                unloading_active    <= 1'b1;
                unload_counter      <= 4'd0;
            end
        end
    end
endmodule
module SandeTukey(A, B, W, Aout, Bout);
    input [31:0] A, B, W;
    output [31:0] Aout, Bout;
    wire [31:0] X;
    CmpAdd U0(A, B, Aout);
    CmpSub U1(A, B, X);
    CmpMul_SR10 U2(X, W, Bout);
endmodule
module Stag1(reset, clk, en, Bus_in, W_in, Bus_out);
    input reset, clk, en;
    input [16*32-1:0] Bus_in;
    input [8*32-1:0] W_in;
    output [16*32-1:0] Bus_out;
    wire [31:0] Din[0:15], nDout[0:15], W[0:7];
    reg [31:0] Dout[0:15];
    integer i;
    always @(posedge clk) begin
        if(reset) begin
            for(i = 0; i <= 15; i = i + 1) begin
                Dout[i] <= 32'd0;
            end
        end
        else begin
            if(en) begin
                for(i = 0; i <= 15; i = i + 1) begin
                    Dout[i] <= nDout[i];
                end
            end
        end
    end
    assign Bus_out = {Dout[15], Dout[14], Dout[13], Dout[12],
                      Dout[11], Dout[10], Dout[9],  Dout[8],
                      Dout[7],  Dout[6],  Dout[5],  Dout[4],
                      Dout[3],  Dout[2],  Dout[1],  Dout[0]};
    assign {Din[15], Din[14], Din[13], Din[12],
            Din[11], Din[10], Din[9],  Din[8],
            Din[7],  Din[6],  Din[5],  Din[4],
            Din[3],  Din[2],  Din[1],  Din[0]} = Bus_in;
    assign {W[7], W[6], W[5], W[4],
            W[3], W[2], W[1], W[0]} = W_in;
    genvar gi;
    generate
        for(gi = 0; gi <= 7; gi = gi + 1) begin : TK_Loop1
            SandeTukey UTK(
                Din[gi],
                Din[gi + 8],
                W[gi],
                nDout[gi],
                nDout[gi + 8]
            );
        end
    endgenerate
endmodule
module Stag2(reset, clk, en, Bus_in, W_in, Bus_out);
    input reset, clk, en;
    input [16*32-1:0] Bus_in;
    input [8*32-1:0] W_in;
    output [16*32-1:0] Bus_out;
    wire [31:0] Din[0:15], nDout[0:15], W[0:7];
    reg [31:0] Dout[0:15];
    integer i;
    always @(posedge clk) begin
        if(reset) begin
            for(i = 0; i <= 15; i = i + 1) begin
                Dout[i] <= 32'd0;
            end
        end
        else begin
            if(en) begin
                for(i = 0; i <= 15; i = i + 1) begin
                    Dout[i] <= nDout[i];
                end
            end
        end
    end
    assign Bus_out = {Dout[15], Dout[14], Dout[13], Dout[12],
                      Dout[11], Dout[10], Dout[9],  Dout[8],
                      Dout[7],  Dout[6],  Dout[5],  Dout[4],
                      Dout[3],  Dout[2],  Dout[1],  Dout[0]};
    assign {Din[15], Din[14], Din[13], Din[12],
            Din[11], Din[10], Din[9],  Din[8],
            Din[7],  Din[6],  Din[5],  Din[4],
            Din[3],  Din[2],  Din[1],  Din[0]} = Bus_in;
    assign {W[7], W[6], W[5], W[4],
            W[3], W[2], W[1], W[0]} = W_in;
    genvar gii;
    generate
        for(gii = 0; gii <= 3; gii = gii + 1) begin : TK_Loop2
            SandeTukey UTK_A(
                Din[gii],
                Din[gii + 4],
                W[gii],
                nDout[gii],
                nDout[gii + 4]
            );
            SandeTukey UTK_B(
                Din[gii + 8],
                Din[gii + 12],
                W[gii + 4],
                nDout[gii + 8],
                nDout[gii + 12]
            );
        end
    endgenerate
endmodule
module Stag3(reset, clk, en, Bus_in, W_in, Bus_out);
    input reset, clk, en;
    input [16*32-1:0] Bus_in;
    input [8*32-1:0] W_in;
    output [16*32-1:0] Bus_out;
    wire [31:0] Din[0:15], nDout[0:15], W[0:7];
    reg [31:0] Dout[0:15];
    integer i;
    always @(posedge clk) begin
        if(reset) begin
            for(i = 0; i <= 15; i = i + 1) begin
                Dout[i] <= 32'd0;
            end
        end
        else begin
            if(en) begin
                for(i = 0; i <= 15; i = i + 1) begin
                    Dout[i] <= nDout[i];
                end
            end
        end
    end
    assign Bus_out = {Dout[15], Dout[14], Dout[13], Dout[12],
                      Dout[11], Dout[10], Dout[9],  Dout[8],
                      Dout[7],  Dout[6],  Dout[5],  Dout[4],
                      Dout[3],  Dout[2],  Dout[1],  Dout[0]};
    assign {Din[15], Din[14], Din[13], Din[12],
            Din[11], Din[10], Din[9],  Din[8],
            Din[7],  Din[6],  Din[5],  Din[4],
            Din[3],  Din[2],  Din[1],  Din[0]} = Bus_in;
    assign {W[7], W[6], W[5], W[4],
            W[3], W[2], W[1], W[0]} = W_in;
    genvar giii;
    generate
        for(giii = 0; giii <= 1; giii = giii + 1) begin : TK_Loop3
			  SandeTukey U0(Din[giii],Din[giii+2],W[giii],nDout[giii],nDout[giii+2]);
			  SandeTukey U1(Din[giii+4],Din[giii+6],W[giii+2],nDout[giii+4],nDout[giii+6]);
			  SandeTukey U2(Din[giii+8],Din[giii+10],W[giii+4],nDout[giii+8],nDout[giii+10]);
			  SandeTukey U3(Din[giii+12],Din[giii+14],W[giii+6],nDout[giii+12],nDout[giii+14]);
        end
    endgenerate
endmodule
module Stag4(reset, clk, en, Bus_in, W_in, Bus_out);
    input reset, clk, en;
    input [16*32-1:0] Bus_in;
    input [8*32-1:0] W_in;
    output [16*32-1:0] Bus_out;
    wire [31:0] Din[0:15], nDout[0:15], W[0:7];
    reg [31:0] Dout[0:15];
    integer i;
    always @(posedge clk) begin
        if(reset) begin
            for(i = 0; i <= 15; i = i + 1) begin
                Dout[i] <= 32'd0;
            end
        end
        else begin
            if(en) begin
                for(i = 0; i <= 15; i = i + 1) begin
                    Dout[i]<= nDout[i];
                end
            end
        end
    end
    assign Bus_out = {Dout[15], Dout[14], Dout[13], Dout[12],
                      Dout[11], Dout[10], Dout[9],  Dout[8],
                      Dout[7],  Dout[6],  Dout[5],  Dout[4],
                      Dout[3],  Dout[2],  Dout[1],  Dout[0]};
    assign {Din[15], Din[14], Din[13], Din[12],
            Din[11], Din[10], Din[9],  Din[8],
            Din[7],  Din[6],  Din[5],  Din[4],
            Din[3],  Din[2],  Din[1],  Din[0]} = Bus_in;
    assign {W[7], W[6], W[5], W[4],
            W[3], W[2], W[1], W[0]} = W_in;
    SandeTukey UTK0(Din[0],  Din[1],  W[0], nDout[0],  nDout[8]);    
    SandeTukey UTK1(Din[2],  Din[3],  W[1], nDout[4],  nDout[12]);   
    SandeTukey UTK2(Din[4],  Din[5],  W[2], nDout[2],  nDout[10]);   
    SandeTukey UTK3(Din[6],  Din[7],  W[3], nDout[6],  nDout[14]);   
    SandeTukey UTK4(Din[8],  Din[9],  W[4], nDout[1],  nDout[9]);    
    SandeTukey UTK5(Din[10], Din[11], W[5], nDout[5],  nDout[13]);   
    SandeTukey UTK6(Din[12], Din[13], W[6], nDout[3],  nDout[11]);   
    SandeTukey UTK7(Din[14], Din[15], W[7], nDout[7],  nDout[15]);   
endmodule

===== flow/run.sh =====
#!/bin/bash
# OpenROAD 26Q1-2900-gdf79404cd8, Yosys 0.63+post, stock flow scripts
make -C /OpenROAD-flow-scripts/flow DESIGN_CONFIG=/design/flow/config.mk WORK_HOME=/design/flow/orfs finish

===== flow/config.mk =====
export PLATFORM = sky130hd
export DESIGN_NAME = FFT16_RTL
export DESIGN_NICKNAME = FFT16_RTL
export VERILOG_FILES = /design/flow/design.v
export SDC_FILE = /design/flow/constraint.sdc
export NUM_CORES = 4
export LEC_CHECK = 1
export CORE_UTILIZATION = 30

===== flow/constraint.sdc =====
current_design FFT16_RTL

set clk_period 211.3
set clk_io_pct 0.2

create_clock -name clk0 -period $clk_period [get_ports {clk}]

set non_clock_inputs [all_inputs -no_clocks]
set_input_delay [expr $clk_period * $clk_io_pct] -clock clk0 $non_clock_inputs
set_output_delay [expr $clk_period * $clk_io_pct] -clock clk0 [all_outputs]

==> flow_metrics.py <==
# Generated from Yosys and OpenROAD reports
metrics = {
    "status": {
        "status": "finished, final reports clean",
    },
    "finish": {
        "reg_top3": "buffer_ram x512, uut_fft_core.SU0.Dout x508, uut_fft_core.SU1.Dout x504",
        "final_layout_size_suffix_gt1_share_pct": 5.01,
        "registers.top_by_ff_count": "buffer_ram",
        "largest_reg_flops": 512,
        "num-fill-cells": 99800,
        "post_layout_instance_area_um2": 332000,
        "syn2layout_area_growth_pct": 10.8,
    },
    "logic_synthesis": {
        "synth-seq-area-share_pct": 23.8,
        "ys_dominant_reg_cell": "dfxtp_1",
        "syn_area_um2": 300000,
        "synth_area_per_cell_um2": 9.14,
        "synth_stat.cells": 32900,
        "register_bit_count_reported_by_yosys": 3062,
        "synth.yosys.chip_area_um2": 300000,
        "post_synthesis_cells": 32900,
        "count_of_synthesis_stage_warnings_from_yosys": 13,
        "asyncSetResetFlopFracSynth_pct": 0,
        "post_synth_edffs": 1008,
        "synth.lib_cells_used.distinct": 114,
    },
    "timing": {
        "finalHoldWorstSlack_ns": 0.384,
        "setup-tns-final_ns": 0,
        "final_hold_viol_count": 0,
        "final_max_slew_viol_count": 0,
        "maxClockFrequency_ghz": 0.0219,
        "timing.clock.skew_ns": 0.114,
        "period_needed_ns": 45.70,
        "layout_worst_path_cycle_share_pct": 21.6,
        "finalSetupViolations": 0,
        "timing.slew.headroom_pct": 23.3,
        "tightestPinTransition_ns": 1.15,
        "unrepaired_setup_endpoints_after_global_routing": "false",
    },
    "critical_path": {
        "crit_chain": "buf_16 -> nor2b_4 -> buf_4 -> buf_4 -> buf_4 -> buf_4 -> buf_12",
        "end_kind": "register",
        "reg2reg_from": "buffer_ram[5][16]",
        "critical-path-slowest-cell": "buf_4",
        "critPathKind": "primary input to register",
        "max_stage_delay_ns": 0.73,
        "critical_path.max_fanout": 138,
        "reg_to_reg_endpoint": "uut_fft_core.SU0.Dout[13][15]",
        "worst_ep_arrival_time_ns": 46.31,
        "cp-start-kind": "primary input",
        "critPathRequiredTime_ns": 211.92,
        "crit_buf_inv": 6,
        "worst_r2r_path_depth": 40,
        "cell_with_the_most_instances_on_the_worst_path": "buf_4",
        "worst_path_dominant_cell_family": "buffers and inverters",
        "worst-r2r-setup-slack_ns": 200.81,
    },
    "clocking": {
        "post_cts_hold_buffer_count": 0,
        "cts_num_sinks": 3062,
        "cts_max_path_buffers": 4,
        "number_of_gates_resized_after_cts": 0,
        "clk_latency_worst_skew_pair_ns": 1.04,
        "tritoncts": "yes",
        "cts_root_buffer": "clkbuf_16",
        "cts.clk_slew.worst_paths_ns": 0.06,
        "post_cts_repair_setup_buffers": 0,
        "cts_made_buffers": 354,
        "cts_htree_levels": 5,
    },
    "global_route": {
        "antenna_found_initial": 61,
        "grt_pass1_wl_um": 1460000,
        "grt_util_all_layers_pct": 20.4,
        "grt_max_degree": 151,
        "first_global_vias": 216000,
        "overflow": 0,
    },
    "hold_path": {
        "worstHoldPathType": "register to register",
        "holdPathEnd": "internal_result_reg[338]",
        "hold_depth": 0,
        "hp-start": "uut_fft_core.SU3.Dout[10][18]",
    },
    "route": {
        "drtAntennaViolNets": 0,
        "drt-vias-per-instance": 4.82,
        "routed_wire_length_per_instance_um": 21.7,
        "drcViolationCount": 0,
        "routed_wirelength_um": 1010000,
        "drt_pre_antenna_iters": 9,
        "drt_iter0_markers": 13400,
        "routed-via-count": 225000,
    },
    "power_and_ir_drop": {
        "power_density_nw_per_um2": 5.48,
        "ir_worst_vdd_v": 0.0000247,
        "power_leakage_nw": 147,
    },
    "floorplan": {
        "floorplanUtilization_pct": 30.1,
        "ios": 70,
        "row_count": 367,
        "die-area_um2": 1000000,
        "floorplan.die.height_um": 1000,
        "fp.coreArea_um2": 998000,
        "die_x_um": 1000,
    },
    "placed_design": {
        "place_area_um2": 320000,
        "place_congestion": 1.01,
        "dp_hpwl_um": 858000,
        "place.port_buffers": 69,
    },
    "flow_run": {
        "warning_count": 1052,
        "drv.max_cap_violation_count": 0,
    },
}
==> where the power goes <==
group / leakage (nW) / internal, mW / switching, mW
logic: 115 / 0.186 / 0.354
clock network: 6.13 / 0.399 / 0.275
registers: 25.7 / 0.606 / 0.000873
total: 147 / 1.19 / 0.630
==> worst reg2reg max path: cells and delay by family (launching register included) <==
kind / cells / cell delay [ns]
compound gates: 18 / 4.58
xor+xnor: 2 / 0.76
fa+ha+maj: 8 / 3.14
buf+inv: 6 / 0.57
flops: 1 / 0.51
simple gates: 6 / 0.80
==> routing by layer <==
metal	track usage [%]	wire length (um)	vias to the layer above
met4	8.44	54500	56
met1	27.0	427000	107000
met3	7.31	91900	1224
met2	30.6	438000	5279
li1	-	-	112000
met5	0.132	554	-
==> area by class of cell <==
| cell class | count | area (um^2) | share of cell area [%] |
|---|---|---|---|
| Clock buffer | 455 | 9680 | 2.91 |
| Tap cell | 13300 | 16600 | 5.00 |
| Clock inverter | 205 | 3010 | 0.906 |
| Inverter | 5330 | 20000 | 6.02 |
| Timing Repair Buffer | 727 | 5750 | 1.73 |
| Sequential cell | 3062 | 71400 | 21.5 |
| Antenna cell | 31 | 77.6 | 0.0233 |
| Multi-Input combinational cell | 23600 | 206000 | 61.9 |
==> logic make-up (layout without fill, tap and decap cells) <==
| family | after synthesis | count (layout) | share of synthesized area, % |
|---|---|---|---|
| simple gates | 6545 | 6545 | 10.1 |
| mux | 773 | 773 | 3.22 |
| compound gates | 6668 | 6668 | 14.2 |
| buf+inv | 6223 | 6717 | 7.81 |
| flops | 3062 | 3062 | 23.8 |
| fa+ha+maj | 6887 | 6887 | 32.9 |
| xor+xnor | 2698 | 2698 | 7.96 |
| other cells | 1 | 32 | 0.00125 |
==> worst max-delay path by stage <==
stage,start,cells after the start,endpoint
4_1_cts,reset,7,internal_result_reg[265]
5_1_grt,reset,7,internal_result_reg[143]
6_report,reset,7,internal_result_reg[143]
==> cells in the mapped netlist (all sizes together) (154+ instances only) <==
master  number  area, um^2
nor3       467        2340
or3        298        1870
o21a       202        1520
nand2b     343        2150
fa        1678       33600
inv       5326       20000
ha        5209       65200
nor2b      445        2780
nand2      859        3220
nor2      3231       12100
a21o       503        3780
o21ai     1355        6780
xnor2     1959       17200
o21bai     465        3490
a311oi     168        1480
and3       168        1050
a21oi     2006       10100
dfxtp     2054       41100
nand3      249        1250
edfxtp    1008       30300
a211oi     962        7240
mux4       154        3470
xor2       723        6350
clkbuf     781        2930
a31oi      157         982
mux2i      607        6080
==> stage by stage <==
step | util (%) | instances | total power [mW] | setup slack, ns
after detailed placement | 32.0 | 46000 | 1.17 | 164.77
after global placement | 32.0 | 46000 | 1.16 | 164.83
after global routing | 33.3 | 46600 | 1.90 | 165.55
after CTS | 33.3 | 46600 | 1.84 | 165.82
final | 33.3 | 46700 | 1.82 | 165.61
after floorplan | - | 32900 | 0.908 | 145.63
==> cells in the final DEF (no fill, tap or decap), types with 79 or more instances in the layout <==
master	instances
mux2i_1	607
nor2_1	3216
xor2_1	707
o41ai_1	79
a21boi_0	99
or3_1	296
o21bai_1	465
o21a_1	202
edfxtp_1	1008
xnor2_1	1919
nor2b_1	444
nand2b_1	343
inv_1	5315
a311oi_1	164
buf_4	650
a21oi_1	2002
a211oi_1	960
nor3b_1	130
nor3_1	462
fa_1	1678
o31ai_1	79
o31a_1	81
a21o_1	502
and3_1	168
nand2_1	858
o21ai_0	1339
nand3_1	249
clkbuf_16	359
dfxtp_1	2048
mux4_2	154
ha_1	5209
a31oi_1	157
Power and IR drop assume default switching activity.
