### design/flow/config.mk
export PLATFORM = sky130hd
export DESIGN_NAME = array44
export DESIGN_NICKNAME = array44
export VERILOG_FILES = /design/flow/design.v
export SDC_FILE = /design/flow/constraint.sdc
export NUM_CORES = 4
export LEC_CHECK = 1
export CORE_UTILIZATION = 30
### design/flow/constraint.sdc
current_design array44

set clk_period 3.9
set clk_io_pct 0.2

create_clock -name clk0 -period $clk_period [get_ports {clk}]

set non_clock_inputs [all_inputs -no_clocks]
set_input_delay [expr $clk_period * $clk_io_pct] -clock clk0 $non_clock_inputs
set_output_delay [expr $clk_period * $clk_io_pct] -clock clk0 [all_outputs]
### design/flow/design.v
module PE(
    input clk,
    input reset,
    input [7:0] Ain,
    input [7:0] Bin,
    output reg [7:0] Aout,
    output reg [7:0] Bout,
    output reg [15:0] PEout
);
    wire [15:0] PEtmp;
    assign PEtmp = PEout + Ain * Bin;
    always @(posedge clk) begin
        if(reset) begin
            PEout <= 16'd0;
            Aout <= 8'd0;
            Bout <= 8'd0;
        end
        else begin
            PEout <= PEtmp;
            Aout <= Ain;
            Bout <= Bin;
        end
    end
endmodule
module PE_Array #(
    parameter Size = 4
)(
    input clk,
    input reset,
    input [Size*8-1:0] AB,   
    input [Size*8-1:0] BB,   
    output [Size*Size*8-1:0] PAB  
);
    wire [7:0] A[Size-1:0];
    wire [7:0] B[Size-1:0];
    wire [15:0] PEout[Size-1:0][Size-1:0];
    wire [7:0] PE[Size-1:0][Size-1:0][1:0];
    genvar m, n;
    generate
        for(m=0; m<Size; m=m+1) begin: BusMap
            assign A[m] = AB[((m+1)*8-1):m*8];
            assign B[m] = BB[((m+1)*8-1):m*8];
        end
    endgenerate
    generate
        for(m=0; m<Size; m=m+1) begin: PoutMap_R
            for(n=0; n<Size; n=n+1) begin: PoutMap_C
                assign PAB[(m*Size+n+1)*8-1:(m*Size+n)*8] = PEout[m][n][7:0];  
            end
        end
    endgenerate
    generate
        for(m=0; m<Size; m=m+1) begin: R_loop
            for(n=0; n<Size; n=n+1) begin: V_loop
                if((m==0) && (n==0))
                    PE PE_inst(
                        .clk(clk),
                        .reset(reset),
                        .Ain(A[0]),
                        .Bin(B[0]),
                        .Aout(PE[m][n][0]),
                        .Bout(PE[m][n][1]),
                        .PEout(PEout[m][n])
                    );
                else if((m==0) && (n!=0))
                    PE PE_inst(
                        .clk(clk),
                        .reset(reset),
                        .Ain(PE[m][n-1][0]),
                        .Bin(B[n]),
                        .Aout(PE[m][n][0]),
                        .Bout(PE[m][n][1]),
                        .PEout(PEout[m][n])
                    );
                else if((m!=0) && (n==0))
                    PE PE_inst(
                        .clk(clk),
                        .reset(reset),
                        .Ain(A[m]),
                        .Bin(PE[m-1][n][1]),
                        .Aout(PE[m][n][0]),
                        .Bout(PE[m][n][1]),
                        .PEout(PEout[m][n])
                    );
                else
                    PE PE_inst(
                        .clk(clk),
                        .reset(reset),
                        .Ain(PE[m][n-1][0]),
                        .Bin(PE[m-1][n][1]),
                        .Aout(PE[m][n][0]),
                        .Bout(PE[m][n][1]),
                        .PEout(PEout[m][n])
                    );
            end
        end
    endgenerate
endmodule
module array44 #(
    parameter Size = 4
)(
    input reset,
    input clk,
    input [Size*8-1:0] AB,
    input [Size*8-1:0] BB,
    output [Size*Size*8-1:0] PAB
);
    PE_Array #(.Size(Size)) PE_Array_inst(
        .clk(clk),
        .reset(reset),
        .AB(AB),
        .BB(BB),
        .PAB(PAB)
    );
endmodule
### design/flow/run.sh
#!/bin/bash
# OpenROAD 26Q1-2900-gdf79404cd8, Yosys 0.63+post, stock flow scripts
make -C /OpenROAD-flow-scripts/flow DESIGN_CONFIG=/design/flow/config.mk WORK_HOME=/design/flow/orfs finish
==> run summary <==
Notes on the flow run.

- Buffers added to address setup during post-CTS repair amount to 0.
- The port buffer count is 193, for reference.
- Summed over all layers, the routed wires come to around 57,000 um.
- The slowest stage of the critical path is the sky130_fd_sc_hd__fa_1 cell.
- The maximum fanout count along the critical path is 5, for reference.
- The ratio of routed vias to standard cells is a little over 4, for reference.
- The measured slew at the worst slew-check pin is 691 ps, for reference.
- The routing usage on met2 is around a quarter, for reference.
- The area of all placed cells without fillers is roughly 31,000 um^2, for reference.
- Per the slew report, the remaining headroom to the max-slew limit stands at a little over half.
- Of the total synthesized cell area, the portion taken by XOR and XNOR cells is 10.5%.
- Across the routed clock network, the largest skew measured is 12.2 ps.
- Sorting the synthesized cells by area gives the leading types as sky130_fd_sc_hd__dfxtp_1 25%, sky130_fd_sc_hd__fa_1 23%, sky130_fd_sc_hd__ha_1 13%, sky130_fd_sc_hd__inv_1 7.8%, sky130_fd_sc_hd__xnor2_1 7.4%.
- The DRC violation total left in the routed layout is recorded as 0.
- The part of the total power dissipated in sequential elements is roughly 33%, for reference.
- The critical path is of the input port to register type.
- The cell sitting at the root of the clock tree is a sky130_fd_sc_hd__clkbuf_16.
- The portion of netlist area occupied by mux cells is 0%, for reference.
- The flow ran to the end, and the final reports show no timing, DRC or antenna violations.
- The report lists the cells along the critical path as clkdlybuf4s15_1 > nand2_1 > fa_1 > inv_1 > fa_1 > ha_1 > inv_1 > fa_1 > inv_1 > fa_2 > a21o_1 > a21oi_2 > xnor2_2 > xnor2_1 > nor2_1.
- The CTS tree is built, for reference.
- The placeable core region is about 84,000 um^2, for reference.
- sky130_fd_sc_hd__inv_1 is the most common cell in the netlist.
- The clock-pin transition on the worst setup and hold timing paths is ~50 ps, for reference.
- Across the VDD grid, the largest voltage drop is 0.000394 V.
- The share of total power consumed by net switching is a little under a third, for reference.
- Before any placement, the netlist area is recorded as approximately 25,000 um^2.
- The via count of the first global-routing pass is approximately 18k, for reference.
- The buffer levels on the longest clock path is 3, for reference.
- The path depth of the worst reg2reg path is 13, for reference.
- For this run, the register share of the synthesized area comes to approximately a quarter.
- The category of the worst setup path launch point is an input port, for reference.
- The worst hold path depth is 1, for reference.
- The die is just under 300 um tall.
- The dominant combinational cell family by area after synthesis is adder cells, for reference.
- Of the total power, combinational logic draws 32.1%.
- Yosys printed 2 warnings.
- The number of rows created at floorplan is approximately 110, for reference.
- The commonest register cell is sky130_fd_sc_hd__dfxtp_1.
- The number of failing hold endpoints at the final stage is 0, for reference.
- The data required time reported for the critical path is roughly 4300 ps.
- The chip area line of the yosys report is 25,300 um^2, for reference.
- Per report_power, the clock group accounts for a little over a third of the total.
- The biggest area consumer among synthesized cells is sky130_fd_sc_hd__dfxtp_1, for reference.
- The global routing usage summed across all routing layers is 14.7%, for reference.
- For this block, the initial DRC count from the detailed router was around 440.
- Per the final report, max-transition violations number 0.
- Per the detail_route report, the via count comes to roughly 17k.
- The top cell type by area accounts for 25.3% of the synthesized area.
- The met1 routing resource usage after global routing is around a fifth, for reference.
- Entering global routing, the biggest net connects between 90 and 100 pins.
- The number of levels in the clock H-tree is 2, for reference.
- The highest clock rate this design can be run at is between 200 and 300 MHz.
- The net switching power is 3.58 mW, for reference.
- Global route summary, busiest routing layer listed as met2.
- Setup repair after global routing could not meet its margin everywhere.
- The leakage power total is 15.0 nW, for reference.
- The area after detailed placement is between 20,000 and 30,000 um^2, for reference.
- Per the finish-stage timing summary, setup violations number 0.
- In this run, the synthesized area fraction spent on adder and majority cells is recorded as between 30% and 40%.
- The floorplan utilization is between 30 and 40%, for reference.
- By count the netlist is led by 529 x sky130_fd_sc_hd__inv_1, 369 x sky130_fd_sc_hd__nand2_1, 320 x sky130_fd_sc_hd__dfxtp_1, 288 x sky130_fd_sc_hd__fa_1, 272 x sky130_fd_sc_hd__ha_1.
- Recorded from the global router log, the overflow total was 0.
- The data arrival time of the worst path is approximately 4200 ps, for reference.
- The minimum clock period is 3740 ps, for reference.
- Cell internal power was estimated by the tool at a little over 8 mW.
- Synthesis inferred 320 register bits.
- The number of maximum-capacitance violations is 0, for reference.
- Note that the worst hold path type here is register to register.
- The number of enable flip-flop cells is 0, for reference.
- The total negative slack is 0 ps, for reference.
- The period utilization is between 90% and 100%, for reference.
- The power per cell area is between 300 and 400 nW/um^2, for reference.
- The clock latency at the later pin of the worst-skew pair is approximately 560 ps, for reference.
- The floorplan die area is around 86,000 um^2, for reference.
- The initial antenna violation count is 7.
- The detailed placer's ending HPWL is 46,800 um, for reference.
- The first-pass GRT wire length is approximately 96,000 um, for reference.
- The number of sinks driven by the clock tree is 320, for reference.
- The mean cell area of the mapped netlist is approximately 9.4 um^2, for reference.
- According to the I/O placement log, the pin count is between 150 and 200.
- The async set-or-reset flop fraction in the synthesized netlist is 0%, for reference.
- On the worst path, the slowest cell contributes a delay of around 560 ps.
- The CTS report gives the tree buffer count as roughly 43.
- The gate-level netlist out of Yosys references 20 unique cell types.
- From left edge to right edge, the die measures 293 um.
- The complex-gate fraction of the synthesized area is 1.60%, for reference.
- The count of nets left with antenna violations once routing finished came out at 0.
- The number of iterations in the first detailed-routing pass is 4, for reference.
- The proportion of layout cells with a drive suffix above 1 is between 10% and 20%, for reference.
- The met3 track utilization from global routing is between 3 and 4%, for reference.
- The area growth from synthesis to layout is 23.6%.
- Across all stage logs, warnings added up to 27.
- The synthesized instance count is approximately 2.7k, for reference.
- The placement summary gives the final routability congestion estimate as roughly 0.9.
- The fraction of the mapped netlist area in simple logic gates is approximately 18%, for reference.
- The timing report gives the worst reg2reg path a setup slack of roughly 170 ps.
- The worst setup path is captured at a register.
- The synth_stat.txt file lists the number of cells as 2,697.
- For this sky-water flow run, the detailed-routed wirelength per cell is reported as roughly 14 um.
[cells in the final DEF (no fill, tap or decap), types with 32 or more instances in the layout]
cell type / n
sky130_fd_sc_hd__clkbuf_16: 43
sky130_fd_sc_hd__buf_4: 149
sky130_fd_sc_hd__a21o_1: 32
sky130_fd_sc_hd__dfxtp_1: 286
sky130_fd_sc_hd__nor2_1: 57
sky130_fd_sc_hd__nand2_1: 368
sky130_fd_sc_hd__ha_1: 267
sky130_fd_sc_hd__and2_1: 192
sky130_fd_sc_hd__dfxtp_2: 32
sky130_fd_sc_hd__clkdlybuf4s50_1: 149
sky130_fd_sc_hd__xor2_1: 57
sky130_fd_sc_hd__fa_1: 275
sky130_fd_sc_hd__nor2b_1: 262
sky130_fd_sc_hd__xnor2_1: 213
sky130_fd_sc_hd__inv_1: 527
[power by group through the flow]
stage / sequential (mW) / combinational, mW / clock [mW]
CTS: 3.88 / 3.79 / 4.30
global route: 3.91 / 4.37 / 4.43
finish: 3.87 / 3.78 / 4.13
[layer usage]
metal / share of wire [%] / routed length (um)
met5: 0.064 / 37
met3: 6.4 / 3670
met1: 45 / 25900
met2: 46 / 26500
met4: 2.2 / 1240
[kinds of logic after synthesis]
| logic type | Yosys count |
|---|---|
| and+or+nand+nor | 896 |
| buffers and inverters | 569 |
| adders and majority gates | 560 |
| DFF | 320 |
| xor gates and xnor gates | 288 |
| AOI/OAI and AO/OA | 64 |
[critical path, delay by kind of cell]
kind,cells,cell delay (ps)
compound gates,2,330
xor+xnor,2,260
simple gates,2,150
buf+inv,4,460
fa+ha+maj,5,2180
[worst max-delay path by stage]
stage | start | end | slack (ps) | cells past startpoint
CTS | AB[13] | register | 0.6 | 14
finish | BB[16] | register | 160 | 15
global route | register | register | -70 | 15
[stage by stage]
step	instances	setup WS, ps	util [%]	power [mW]	hold slack [ps]
3_5_place_dp	4082	-725	35.5	7.70	464
6_report	4158	158	37.5	11.8	466
2_1_floorplan	2697	-50.2	-	6.25	438
3_3_place_gp	4082	-731	35.5	7.67	473
5_1_grt	4158	-65.7	37.5	12.7	499
4_1_cts	4157	0.569	37.3	12.0	473
[repair_timing]
action	in CTS	in global routing
pin swaps	3	14
gates resized	23	90
endpoints found under the setup margin	10	21
hold buffers	0	0
[area by class of cell]
cell class	instances	area, um^2
multi-input cells	1808	16900
clock inverters	19	283
diodes	1	2.50
clock buffers	56	1190
flip-flops and latches	320	6450
inverters	529	1990
well taps	1080	1350
repair buffers	345	3130
fillers	8267	52200
Power figures rest on the tool's default switching activity, not on a simulated workload.
