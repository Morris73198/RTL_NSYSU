### flow/run.sh
#!/bin/bash
# OpenROAD 26Q1-2900-gdf79404cd8, Yosys 0.63+post, stock flow scripts
make -C /OpenROAD-flow-scripts/flow DESIGN_CONFIG=/design/flow/config.mk WORK_HOME=/design/flow/orfs finish
### flow/config.mk
export PLATFORM = sky130hd
export DESIGN_NAME = insert_to_Queue
export DESIGN_NICKNAME = insert_to_Queue
export VERILOG_FILES = /design/flow/design.v
export SDC_FILE = /design/flow/constraint.sdc
export NUM_CORES = 4
export LEC_CHECK = 1
export CORE_UTILIZATION = 30
### flow/constraint.sdc
current_design insert_to_Queue

set clk_period 1.0
set clk_io_pct 0.2

create_clock -name clk0 -period $clk_period [get_ports {clk}]

set non_clock_inputs [all_inputs -no_clocks]
set_input_delay [expr $clk_period * $clk_io_pct] -clock clk0 $non_clock_inputs
set_output_delay [expr $clk_period * $clk_io_pct] -clock clk0 [all_outputs]
### flow/design.v
module insert_to_Queue(reset, clk, Din, QB);
    input reset, clk;
    input [31:0] Din;
    output [16*32-1:0] QB;
    reg [31:0] QD[0:15];
    integer i;
    assign QB = {QD[15], QD[14], QD[13], QD[12],
                 QD[11], QD[10], QD[9],  QD[8],
                 QD[7],  QD[6],  QD[5],  QD[4],
                 QD[3],  QD[2],  QD[1],  QD[0]};
    always @(posedge clk) begin
        if(reset) begin
            for(i = 0; i < 16; i = i + 1) begin
                QD[i] <= 32'd0;
            end
        end
        else begin
            for(i = 0; i < 15; i = i + 1)
                QD[i] <= QD[i + 1];
            QD[15] <= Din;
        end
    end
endmodule
==> results.ini <==
[clock_tree]
cts_hold_buf = 0
clk_pin_slew_ns = 0.06
cts_root_buffer = clkbuf_16
clock_latency_ns = 0.58
numCtsBuffers = 53
cts_tree = built
htree_levels = 2
cts.sinks = 512
clockBufferDepth = 3

[setup_path]
critPathLaunchType = flip-flop
path_depth = 1
worst_ep_required_time_ns = 0.80
crit_path_cell_trace = buf_6
worstSetupPathType = reg2out
end_kind = output pin
cp_top_family = flip-flops
path_buffers = 1
crit_path_max_incr_delay_ns = 0.35
crit_path_top_delay_cell = dfxtp_4
crit_fanout = 2
crit_arrival_ns = 1.04
r2r_cells = 4

[timing]
worst_pin_slew_ns = 0.328
timing.hold.ws_ns = 0.0670
fin_skew_ns = 0.0121
fmax_ghz = 0.807
rsz0062_at_grt = yes
setup_viol = 512
finalClockPeriodUsage_pct = 124
hold_violations = 0
drv_slew = 0
fin_ws_ns = -0.239
post-route-min-period_ns = 1.24
relSlewSlack_pct = 78.2

[final_layout]
layout-drive-gt1-share_pct = 67.2
largest_register_ffs = 512
finalNonFillerCells = 2397
fin_area_um2 = 21300
nFillCells = 4121
top_register = QD
syn2layout_area_growth_pct = 55.2
post-route-util_pct = 47.1
combGateArea_um2 = 3200
seqCellArea_um2 = 10900
reg.largest.list = QD (512)

[synth]
async_flop_share_pct = 0
synthCells = 1081
yosysWarnings = 2
top_cell_area_share_pct = 74.6
ys.flop_type = dfxtp_1
synth_area_per_cell_um2 = 12.7
synth-edff-count = 0
area_leaders = dfxtp_1 75%, nor2b_1 23%, buf_2 1.4%
yosys-top-cells-count = 512 x dfxtp_1, 512 x nor2b_1, 39 x buf_2
synth_flops = 512
ys_area_um2 = 13700
synthDistinctLibCells = 5
ys_cells = 1081
synth.largest_area_cell = dfxtp_1
syn_area_um2 = 13700
ys_seq_share_pct = 74.6

[global_routing]
grt_max_degree = 74
gr-usage-all-layers_pct = 16.0
grt.overflow.total = 0
grt_pass1_wl_um = 54900
grt_pass1_vias = 9042
antenna_found_initial = 2

[status]
violations = negative setup slack
outcome = finished with violations

[routing]
wirelength_um = 37300
viasPerCell = 3.88
drt_iter0_drc = 276
wl_per_cell_um = 15.5
vias = 9305
postRouteAntennaNets = 0
dr.pass1.iters = 4
antenna_cells = 0
drc = 0

[run]
drv_cap = 0
openroad.warnings = 27

[hold_path]
hp-class = in2reg
holdPathStages = 3

[placed_design]
hpwl_um = 27300
dpl.cell_count = 2254
pre_cts_slack_ns = -0.111
gp_congestion = 0.914
place_area_um2 = 20500
port_buffers = 545

[pwr]
p_per_area_nw_per_um2 = 1960
ir_drop_uv = 1340
cellLeakagePower_nw = 10.2

[floorplanning]
fp_util_pct = 30.3
chipArea_um2 = 46600
rows = 78
die_w_um = 216
dieHeight_um = 216
core_um2 = 45300
io_pins = 546

## where the power goes
| group | total [W] | switching [W] | internal, W | leakage (nW) |
|---|---|---|---|---|
| registers | 0.0207 | 0.000100 | 0.0206 | 4.38 |
| logic | 0.00106 | 0.000481 | 0.000581 | 4.93 |
| clock network | 0.0200 | 0.00775 | 0.0122 | 0.889 |
## cells by family (layout without fill, tap and decap cells)
group,Yosys count,count (layout),synth area share (%)
flops,512,512,74.6
buf+inv,57,773,2.02
simple gates,512,512,23.3
## metal layers
layer / track usage, % / wire length, um / part of all wire, % / vias to the layer above
met4: 3.92 / 1000 / 2.7 / 2
met5: 0 / 13 / 0.035 / -
li1: - / - / - / 4646
met1: 20.2 / 14900 / 40 / 4178
met3: 7.08 / 4270 / 11 / 71
met2: 25.6 / 17100 / 46 / 408
## timing repair
action | in CTS | in global routing
gates resized | 2240 | 53
buffers inserted | 37 | 11
endpoints found under the setup margin | 512 | 512
## layout by cell type, fill, tap and decap left out
master and n:
nor2b_1 512, dfxtp_2 475, buf_2 409, buf_4 121, buf_6 102, clkbuf_16 55
dfxtp_1 32, clkdlybuf4s50_1 32, clkbuf_1 13, clkbuf_8 12, buf_12 12, dfxtp_4 5
clkinv_2 5, bufinv_16 5, inv_6 3, inv_8 1, clkinvlp_4 1, buf_8 1
clkbuf_2 1
## final timing paths
kind / start / end / slack (ns)
min reg2reg: QD[9][2]$_SDFF_PP0_ / QD[8][2]$_SDFF_PP0_ / 0.45
max reg2reg: QD[8][19]$_SDFF_PP0_ / QD[7][19]$_SDFF_PP0_ / 0.07
max: QD[11][1]$_SDFF_PP0_ / QB[353] / -0.24
min: reset / QD[5][0]$_SDFF_PP0_ / 0.07
## area by class of cell
| class | instances | area share [%] |
|---|---|---|
| clock inverter | 15 | 1.03 |
| timing repair buffer | 678 | 22.0 |
| tap | 600 | 3.52 |
| sequential | 512 | 51.0 |
| multi-input combinational | 512 | 15.0 |
| clock buffer | 80 | 7.46 |
## metrics by stage
stage / setup TNS [ns] / total power, W
finish: -98.43 / 0.0418
CTS: -125.24 / 0.0423
detailed placement: -4.32 / 0.0224
global route: -124.61 / 0.0433
global placement: -4.99 / 0.0224
floorplan: 0 / 0.0215
Power is estimated from default activity; no workload was simulated.
